==> /design/flow/design.v <==
`timescale 1ns / 1ps
module register_bank(
	input i_clk,
	input i_rst_n,
	input [4:0] i_addr_Rs,
	input [4:0] i_addr_Rt,
	input i_con_RegWr,
	input [4:0] i_addr_Rd,
	input [31:0] i_data_Rd,
	output [31:0] o_data_Rs,
	output [31:0] o_data_Rt
);
logic [31:0] regs [31:0];
assign o_data_Rt = regs[i_addr_Rt];
assign o_data_Rs = regs[i_addr_Rs];
always_ff @(posedge i_clk or negedge i_rst_n) 
begin : reg_write
	if(~i_rst_n) begin
		for (int i = 31; i >= 0; i--)
			regs[i] <= '0;
	end 
	else if (i_con_RegWr) begin
		regs[i_addr_Rd] <= i_data_Rd;;
	end
end
endmodule
==> /design/flow/run.sh <==
#!/bin/bash
# OpenROAD 26Q1-2900-gdf79404cd8, Yosys 0.63+post, stock flow scripts
make -C /OpenROAD-flow-scripts/flow DESIGN_CONFIG=/design/flow/config.mk WORK_HOME=/design/flow/orfs finish
==> /design/flow/config.mk <==
export PLATFORM = sky130hd
export DESIGN_NAME = register_bank
export DESIGN_NICKNAME = register_bank
export VERILOG_FILES = /design/flow/design.v
export SDC_FILE = /design/flow/constraint.sdc
export NUM_CORES = 4
export LEC_CHECK = 1
export CORE_UTILIZATION = 40
==> /design/flow/constraint.sdc <==
current_design register_bank

set clk_period 7.5
set clk_io_pct 0.2

create_clock -name clk0 -period $clk_period [get_ports {i_clk}]

set non_clock_inputs [all_inputs -no_clocks]
set_input_delay [expr $clk_period * $clk_io_pct] -clock clk0 $non_clock_inputs
set_output_delay [expr $clk_period * $clk_io_pct] -clock clk0 [all_outputs]
==> impl_metrics.json <==
{
  "status": "complete, no violations",
  "largest_reg_flops": 1024,
  "area_growth_pct": 16.04,
  "ir_worst_vdd_mv": 0.1939,
  "ctsResizeCount": 0,
  "ant_nets": 0,
  "top_regs": "regs (1024)",
  "grt_setup_unrepaired": "false",
  "warnings": 38,
  "leakagePower_nw": 25.96,
  "grt_pass1_vias": 45015,
  "required_ns": 6.00,
  "critPathTopFamily": "buffers and inverters",
  "clock_latency_ns": 0.78,
  "layout.cells.most_common_list": "mux2_2 (1,052), dfrtp_1 (1,024), a22oi_1 (692), buf_4 (287), nand2_1 (200)",
  "overflow": 0,
  "die_height_microns": 362.4,
  "vias_per_cell": 7.280,
  "top_register": "regs",
  "wl_per_cell_microns": 45.82,
  "p_int_mw": 11.27,
  "drv_slew": 0,
  "num_io_pins": 114,
  "maxCapViolCount": 0,
  "postLayoutCoreUtil_pct": 47.03,
  "critPathBufInv": 4,
  "cts_sinks": 1024,
  "clockBufferDepth": 3,
  "fp_util_pct": 40.53,
  "ys_types": 70,
  "fin_setup_tns_ns": 0,
  "max_freq_ghz": 0.1448,
  "drt_first_pass_iters": 10,
  "cp-end-kind": "primary output",
  "syn_area_per_cell_sq_um": 11.82,
  "rows": 131,
  "drive_gt1_share_pct": 36.34,
  "path_class": "primary input to primary output",
  "yosysWarningCount": 2,
  "vias": 46267,
  "async_flop_share_pct": 100.0,
  "cts_setup_buffers": 0,
  "p_per_area_nw_per_um2": 267.9,
  "die_w_microns": 362.4,
  "gp_congestion": 1.116,
  "clkPwrFrac_pct": 36.7,
  "cts-root-buf": "clkbuf_16",
  "cts_tree": "done",
  "grt_pass1_wl_microns": 392100,
  "worst_pin_slew_ns": 1.398,
  "final_common_cell": "mux2_2",
  "coreArea_sq_um": 128200,
  "cts_max_level": 3,
  "grt_start_max_net_pins": 126,
  "crit_chain": "buf_2, buf_4, nand3b_2, nor2_4, buf_4, a22oi_1, nand4_1, nor3_1, a21oi_1, clkdlybuf4s50_1",
  "p_comb_share_pct": 15.1,
  "startpoint_type": "primary input",
  "synthCells": 4394,
  "p_sw_mw": 4.876,
  "chip_area_sq_um": 131300,
  "cpMaxStageDelayCell": "nor2_4",
  "synth_seq_share_pct": 49.33,
  "ctsHoldBuffers": 0,
  "seqPwrFrac_pct": 48.2,
  "setup_viol": 0,
  "crit_arrival_ns": 5.41,
  "port_buffers": 113,
  "crit_fanout": 22,
  "cts_buffers": 112,
  "clk_pin_slew_ns": 0.06,
  "grt_usage_pct": 46.01,
  "wl_microns": 291200,
  "ys_cells": 4394,
  "edf_count": 0,
  "antenna_found_initial": 25,
  "switching_share_pct": 30.20,
  "syn_area_sq_um": 51950,
  "fin_skew_ns": 0,
  "hp-class": "register to register",
  "drc": 0,
  "dp.final_hpwl_microns": 186600,
  "path_common_cell": "buf_4",
  "slowest_delay_ns": 0.82,
  "hold_violations": 0,
  "relSlewSlack_pct": 5.829,
  "yosys_area_sq_um": 51950,
  "period_used_pct": 92.09,
  "ff_type": "dfrtp_1",
  "dr.first_iter.drc_count": 5915,
  "min_period_ns": 6.907,
  "ys_ff": 1024
}
==> cell type report <==
class                   instances  area (sq um)
clock inverters                54         674.4
fillers                     11664         67900
multi-input cells            2939         24870
flip-flops and latches       1024         25620
well taps                    1729          2163
repair buffers                419          3636
diodes                         31         77.57
inverters                       3         11.26
clock buffers                 156          3219
==> metal layers <==
metal / part of all wire (%) / up-vias / global-route usage, %
li1: - / 17158 / -
met1: 35 / 23432 / 56.94
met2: 40 / 4198 / 59.23
met3: 16 / 1440 / 29.46
met4: 8.6 / 39 / 30.02
met5: 0.16 / - / 1.554
==> power by group through the flow <==
stage | Sequential (mW) | Combinational (mW) | Clock, mW
global route | 7.86 | 2.56 | 6.16
finish | 7.79 | 2.43 | 5.92
CTS | 7.72 | 2.38 | 5.94
==> path summary, 6_finish.rpt <==
path | to | cells past startpoint | slack [ns] | start
worst max-delay path | o_data_Rt[15] | 10 | 0.59 | i_addr_Rt[1]
worst min-delay path | regs[16][11] | 1 | 0.53 | regs[16][11]
worst min register to register | regs[16][11] | 1 | 0.53 | regs[16][11]
min in group asynchronous | regs[7][10] | 1 | 0.69 | i_rst_n
worst max register to register | regs[4][12] | 1 | 6.48 | regs[4][12]
max in group asynchronous | regs[19][6] | 3 | 4.89 | i_rst_n
==> through the flow <==
stage / setup WS, ns / instances / hold WS, ns / power (mW) / cell area, sq um
2_1_floorplan: 2.965 / 4394 / 0.4934 / 8.748 / 51950
3_3_place_gp: 0.9470 / 6114 / 0.5110 / 10.13 / 56310
3_5_place_dp: 0.9119 / 6114 / 0.5157 / 10.17 / 56310
4_1_cts: 0.9099 / 6324 / 0.5314 / 16.04 / 60200
5_1_grt: 0.6740 / 6328 / 0.5431 / 16.59 / 60210
6_report: 0.5931 / 6355 / 0.5305 / 16.15 / 60280
==> cells in the mapped netlist, drive strengths merged (4+ instances only) <==
master | n | area [sq um]
dfrtp | 1024 | 25620
mux2 | 1052 | 11850
nor4 | 27 | 168.9
a222oi | 24 | 240.2
a31oi | 27 | 168.9
and2 | 8 | 50.05
mux2i | 61 | 610.6
nand3b | 7 | 60.06
or2 | 5 | 31.28
o32a | 16 | 160.2
and3 | 11 | 68.82
o21ai | 30 | 150.1
a22oi | 692 | 5195
nor2 | 194 | 793.3
o22a | 7 | 61.31
mux4 | 4 | 90.09
nand4 | 93 | 581.8
a32oi | 23 | 201.4
nor2b | 19 | 118.9
nor3b | 7 | 57.55
buf | 255 | 1316
o2111ai | 6 | 52.55
o31ai | 5 | 37.54
nor3 | 65 | 372.9
a221oi | 40 | 350.3
or3 | 12 | 75.07
a2111oi | 17 | 148.9
o211ai | 9 | 67.56
a22o | 54 | 473.0
a221o | 4 | 40.04
clkbuf | 173 | 649.4
nand3 | 44 | 220.2
a21oi | 79 | 395.4
nand2 | 213 | 804.5
nand2b | 18 | 115.1
a211oi | 7 | 52.55
or3b | 5 | 43.79
and4 | 7 | 61.31
o32ai | 4 | 35.03
or4 | 5 | 37.54
o22ai | 11 | 68.82
o311ai | 4 | 35.04
==> logic make-up after synthesis <==
group                  after synthesis  share of synthesized area [%]
AOI/OAI and AO/OA                 1074                          15.53
buffers and inverters              431                          3.806
muxes                             1117                          24.15
and+or+nand+nor                    748                          7.187
DFF                               1024                          49.33
Power is estimated from default activity; no workload was simulated.
