===== flow/constraint.sdc =====
current_design fetch

set clk_period 4.0
set clk_io_pct 0.2

create_clock -name clk0 -period $clk_period [get_ports {i_clk}]

set non_clock_inputs [all_inputs -no_clocks]
set_input_delay [expr $clk_period * $clk_io_pct] -clock clk0 $non_clock_inputs
set_output_delay [expr $clk_period * $clk_io_pct] -clock clk0 [all_outputs]

===== flow/design.v =====
`timescale 1ns / 1ps
module IF_pcadd(input [31:0]i_addr_pc, 
              output [31:0] o_addr_pcadd4);
    assign o_addr_pcadd4 =i_addr_pc + 32'b100;
endmodule
`timescale 1ns / 1ps
module IF_pcmux 
              (input  [31:0] i_addr_pcadd4, i_addr_pcbranchM, 
               input         i_con_pcsrc, 
               output [31:0] o_addr_nextpc);
  assign o_addr_nextpc = i_con_pcsrc ? i_addr_pcbranchM : i_addr_pcadd4; 
endmodule        
`timescale 1ns / 1ps
module fetch(
	input i_clk,
	input i_rst_n,
	input [31:0] i_addr_AddRst,
	input i_con_PCSrc,
	input [31:0] i_data_Instr,
	output [31:0] o_data_Instr,
	output [31:0] o_addr_NextPC,
	output [31:0] o_addr_PC
	);
wire [31:0] mux0;
wire [31:0] mux1;
wire [31:0] pc_in;
wire [31:0] pc_out;
wire [31:0] add_out;
logic [31:0] next_PC;
logic [31:0] fetch_instruction;
assign mux0 = add_out;
assign mux1 = i_addr_AddRst;
assign o_data_Instr = fetch_instruction;
assign o_addr_NextPC = next_PC;
assign o_addr_PC = pc_out;
always_ff @(posedge i_clk or negedge i_rst_n)
begin : store_pipeline
	if(~i_rst_n) begin
		next_PC <= 0;
		fetch_instruction <= 0;
	end 
	else begin
		next_PC <= add_out;
		fetch_instruction <= i_data_Instr;
	end
end
IF_pcmux u_pcmux( 
		.i_addr_pcadd4(mux0),
		.i_addr_pcbranchM(mux1),
		.i_con_pcsrc(i_con_PCSrc),
		.o_addr_nextpc(pc_in)
);
IF_pcadd u_pc_add(  
		.i_addr_pc(pc_out), 
		.o_addr_pcadd4(add_out)
);
pc u_pc(
		.i_clk(i_clk),
		.i_rst_n(i_rst_n),
        .i_addr_next_pc(pc_in),
        .o_addr_pc(pc_out)
);
endmodule
`timescale 1ns / 1ps
module pc(
	input i_clk,
	input i_rst_n,
	input [31:0] i_addr_next_pc,
	output [31:0] o_addr_pc
);
logic [31:0] program_counter;
assign o_addr_pc = program_counter;
always_ff @(posedge i_clk or negedge i_rst_n) 
begin
	if(~i_rst_n) begin
		program_counter <= 0;
	end 
	else begin
		program_counter <= i_addr_next_pc;
	end
end
endmodule

===== flow/run.sh =====
#!/bin/bash
# OpenROAD 26Q1-2900-gdf79404cd8, Yosys 0.63+post, stock flow scripts
make -C /OpenROAD-flow-scripts/flow DESIGN_CONFIG=/design/flow/config.mk WORK_HOME=/design/flow/orfs finish

===== flow/config.mk =====
export PLATFORM = sky130hd
export DESIGN_NAME = fetch
export DESIGN_NICKNAME = fetch
export VERILOG_FILES = /design/flow/design.v
export SDC_FILE = /design/flow/constraint.sdc
export NUM_CORES = 4
export LEC_CHECK = 1
export CORE_UTILIZATION = 30

==> changes_impl.md <==
## Flow update

- Clock transition time at the flip-flop clock pins of the worst setup and hold paths: 70 ps
- Worst slew margin relative to its limit: ~66%
- Maximum level of the CTS H-tree: 3
- Count of flip-flops with a built-in enable after synthesis: 0
- Average wire per standard cell: between 10 and 15 µm
- Grt ovf: 0
- Instance area after placement: 0.00534 mm²
- DRC violation count after routing: 19
- Setup repair after global routing missed its margin: no
- Synth unique cells: 35
- Post-CTS setup repair buffer count: 0
- Startpoint kind of the worst setup timing path: input port
- Die outline width: ~110 µm
- Placed wire-length estimate: around 6400 µm
- Slew at the pin with the worst max-slew slack: between 500 and 600 ps
- Overall die area: 0.0125 mm²
- Post-synth ARST share: around 100%
- Number of CTS-inserted buffers: 9
- Dominant cell by count in the synthesized netlist: sky130_fd_sc_hd__dfrtp_1
- Global placer's final weighted congestion: about 0.81
- Clock tree from TritonCTS: done
- CTS max path bufs: 2
- Number of search-and-repair iterations in the first detailed-routing pass: ~50
- Total core area: around 0.012 mm²
- DRC violation total after the first TritonRoute iteration: roughly 110
- Maximum number of pins on one net before global-route repair: ~42
- Setup Skew: 8.48 ps
- Syn Std Cell Area: ~0.0036 mm²
- Final-report setup violation count: 0
- Post-layout period usage: 58.2%
- First-pass GRT wire length: around 14000 µm
- Synthesized area per cell: 13.2 µm²
- Gates resized, CTS repair: 0
- Initial cell density of the core: ~31%
- #FFs+latches synth: roughly 96
- Cell at the root of the clock tree: sky130_fd_sc_hd__clkbuf_16
- Total GRT Usage: about 14%
- Synthesized netlist cell count: 273
- Tally of OpenROAD warnings: 25
- Chip area in the Yosys report: about 0.0036 mm²
- Synth-to-Final Area Change: 56.8%
- Antenna diode count: 0
- Vias/cell: 4.68
- Count of input and output buffers: around 160
- Required time worst endpoint: approximately 4200 ps
- Largest fanout of any net on the critical path: 21
- Boundary Pins: between 150 and 200
- Post-synthesis cell type with the largest combined area: sky130_fd_sc_hd__dfrtp_1
- Outcome: finished with violations
- Site Rows: 39
- TritonCTS sink count: between 90 and 100
- Total of max-cap violations: 0
- Final Hold Viols: 0
- Count of vias placed by the detailed router: between 2000 and 3000
- Share of synthesized area occupied by flip-flops and latches: between 60% and 70%
- Maximum ir drop on the vdd rail: around 0.00023 V
- Cell area after layout: about 0.0057 mm²
- Main area contributors: sky130_fd_sc_hd__dfrtp_1, sky130_fd_sc_hd__mux2_2, sky130_fd_sc_hd__xnor2_1
- Area leader share: between 60 and 70%
- Total Wirelength: 8610 µm
- Setup Crit Path Kind: input port to register
- Proportion of layout cells with a drive suffix above 1: about a tenth
- Number of buffers inserted by hold repair at cts: 0
- Final antenna-violating net count: 0
- Via count of the first global-routing pass: roughly 2600
- Synth warnings: 2
- Total negative slack: 0 ps
- Number of pins exceeding their max-slew limit in the final report: 0
- Pwr dens: 426 mW/mm²
- Antenna violations before repair: 0
- Skew-Pair Late Insertion Delay: between 300 and 400 ps
- Cell leakage power: between 2 and 2.5 nW
- Die Y-Extent: roughly 110 µm
- Launch point of the critical path: i_con_PCSrc
- Highest clock rate: 430 MHz
- Post-synth top cells: sky130_fd_sc_hd__dfrtp_1, sky130_fd_sc_hd__nand2_1, sky130_fd_sc_hd__mux2_2
- Power Total: about 2.4 mW
- Commonest register cell after synthesis: sky130_fd_sc_hd__dfrtp_1
- Minimum clock period: roughly 2300 ps
- Reg-to-Reg Start: u_pc.program_counter[2]
- Data arrival at the endpoint of the critical path: around 2500 ps
- Violations in the final reports: design-rule violations
- Category of the worst setup path capture point: register
- # Cells Yosys: 273
- Type of the most critical hold path: input port to asynchronous set/reset pin
==> worst max-delay path, stage by stage <==
cell	delay [ps]
sky130_fd_sc_hd__clkdlybuf4s50_1	450
sky130_fd_sc_hd__buf_4	240
sky130_fd_sc_hd__clkinv_1	470
sky130_fd_sc_hd__buf_4	390
sky130_fd_sc_hd__nor2_1	120
sky130_fd_sc_hd__a31oi_1	40
==> registers in the layout, indices dropped and copies added (netlist names) <==
signal	count
fetch_instruction	32
next_PC	32
u_pc.program_counter	32
==> metrics by stage <==
stage | util, % | hold WS (ps) | setup WS [ps] | cells
3_5_place_dp | 46.1 | 390 | 1270 | 565
4_1_cts | 48.9 | 382 | 1610 | 581
5_1_grt | 48.9 | 392 | 1480 | 581
2_1_floorplan | - | 371 | 2160 | 273
6_report | 48.9 | 370 | 1670 | 581
3_3_place_gp | 46.1 | 384 | 1290 | 565
==> logic make-up (layout without fill, tap and decap cells) <==
family / after synthesis / after routing / share of synthesized area [%]
XOR/XNOR: 18 / 18 / 4.37
flip-flops: 96 / 96 / 66.6
adder cells (fa/ha/maj): 1 / 1 / 0.347
multiplexers: 16 / 16 / 4.99
AND/OR/NAND/NOR: 95 / 95 / 15.4
buffers and inverters: 21 / 186 / 3.16
AND-OR/OR-AND: 26 / 26 / 5.13
==> report_power, final <==
part / internal [mW] / leakage (nW) / switching [mW]
sequential: 1.06 / 1.11 / 0.0734
combinational: 0.266 / 1.02 / 0.0983
clock: 0.551 / 0.153 / 0.358
total: 1.88 / 2.29 / 0.530
==> routing by layer <==
layer	GRT usage (%)	share of wire, %	vias to the layer above	wire, µm
li1	-	-	1298	-
met2	21.2	45	107	3910
met1	22.2	43	1306	3670
met5	0	0	-	0
met4	1.89	1.1	0	99
met3	4.38	11	9	939
==> cells in the final DEF, fill, tap and decap left out, types with 2 or more instances in the layout <==
master                            Yosys  final
sky130_fd_sc_hd__o21ai_0              5      5
sky130_fd_sc_hd__nand3_1             13     13
sky130_fd_sc_hd__nor4_1               3      3
sky130_fd_sc_hd__o31ai_1              4      4
sky130_fd_sc_hd__and4_1               8      8
sky130_fd_sc_hd__nand4_1             12     12
sky130_fd_sc_hd__dfrtp_1             96     96
sky130_fd_sc_hd__clkdlybuf4s50_1      0    161
sky130_fd_sc_hd__nand2_1             18     18
sky130_fd_sc_hd__buf_4                4      5
sky130_fd_sc_hd__or4_1                3      3
sky130_fd_sc_hd__or4b_1               2      2
sky130_fd_sc_hd__xnor2_1             15     15
sky130_fd_sc_hd__bufinv_16            0      2
sky130_fd_sc_hd__inv_6                0      2
sky130_fd_sc_hd__and2_1               3      3
sky130_fd_sc_hd__a221o_1              5      5
sky130_fd_sc_hd__a31oi_1             10     10
sky130_fd_sc_hd__a31o_2               2      2
sky130_fd_sc_hd__nor2_1              13     13
sky130_fd_sc_hd__nor2b_1              5      5
sky130_fd_sc_hd__and3_1               6      6
sky130_fd_sc_hd__inv_1                3      3
sky130_fd_sc_hd__mux2_2              16     16
sky130_fd_sc_hd__xor2_1               3      3
sky130_fd_sc_hd__nand4b_1             3      3
sky130_fd_sc_hd__clkbuf_16            0      9
==> worst paths after layout <==
kind,to,slack [ps],cells past startpoint
worst max-delay path,u_pc.program_counter[19],1670,6
worst min-delay path,next_PC[28],370,1
worst max register to register,u_pc.program_counter[26],1870,5
worst min register to register,next_PC[1],400,0
max in group asynchronous,fetch_instruction[22],2800,2
min in group clk0,next_PC[1],400,0
==> final cells by class <==
type | count | area, µm²
Timing Repair Buffer | 166 | 1650
Clock buffer | 10 | 229
Multi-Input combinational cell | 156 | 1090
Inverter | 4 | 15.0
Tap cell | 143 | 179
Fill cell | 991 | 5910
Clock inverter | 6 | 90.1
Sequential cell | 96 | 2400
Power and IR drop assume default switching activity.
