## design/flow/run.sh

```bash
#!/bin/bash
# OpenROAD 26Q1-2900-gdf79404cd8, Yosys 0.63+post, stock flow scripts
make -C /OpenROAD-flow-scripts/flow DESIGN_CONFIG=/design/flow/config.mk WORK_HOME=/design/flow/orfs finish
```

## design/flow/config.mk

```make
export PLATFORM = sky130hd
export DESIGN_NAME = mem
export DESIGN_NICKNAME = mem
export VERILOG_FILES = /design/flow/design.v
export SDC_FILE = /design/flow/constraint.sdc
export NUM_CORES = 4
export LEC_CHECK = 1
export CORE_UTILIZATION = 30
```

## design/flow/constraint.sdc

```tcl
current_design mem

set clk_period 1.0
set clk_io_pct 0.2

create_clock -name clk0 -period $clk_period [get_ports {i_clk}]

set non_clock_inputs [all_inputs -no_clocks]
set_input_delay [expr $clk_period * $clk_io_pct] -clock clk0 $non_clock_inputs
set_output_delay [expr $clk_period * $clk_io_pct] -clock clk0 [all_outputs]
```

## design/flow/design.v

```verilog
`timescale 1ns / 1ps
module mem(
	input i_clk,
	input i_rst_n,
	input i_con_mem_branch,
	input i_con_wb_memtoreg,
	input i_con_wb_regwrite,
	input i_con_Zero,
	input [31:0] i_data_ALU_Rst,
	input [4:0] i_addr_MuxRst,
	input [31:0] i_data_Memory,  
	output o_con_wb_memtoreg,
	output o_con_wb_regwrite,
	output o_con_PCSrc,
	output [31:0] o_data_Memory,
	output [31:0] o_data_ALU_Rst,
	output [4:0] o_addr_MuxRst
);
logic cache_control_wb_memtoreg;
logic cache_control_wb_regwrite;
logic [31:0] cache_data_mem;
logic [31:0] cache_alu_result;
logic [4:0] cache_mux_result;
assign o_con_wb_memtoreg = cache_control_wb_memtoreg;
assign o_con_wb_regwrite = cache_control_wb_regwrite;
assign o_con_PCSrc = i_con_mem_branch & i_con_Zero;
assign o_data_Memory = cache_data_mem;
assign o_data_ALU_Rst = cache_alu_result;
assign o_addr_MuxRst = cache_mux_result;
always_ff @(posedge i_clk or negedge i_rst_n) begin : proc_
	if(~i_rst_n) begin
		cache_control_wb_memtoreg <= 0;
		cache_control_wb_regwrite <= 0;
		cache_data_mem <= 0;
		cache_alu_result <= 0;
		cache_mux_result <= 0;
	end 
	else begin
		cache_control_wb_memtoreg <= i_con_wb_memtoreg;
		cache_control_wb_regwrite <= i_con_wb_regwrite;
		cache_data_mem <= i_data_Memory;
		cache_alu_result <= i_data_ALU_Rst;
		cache_mux_result <= i_addr_MuxRst;
	end
end
endmodule
```

==> results.md <==
| Result | Value |
| --- | --- |
| Largest fanout on the critical path | 1 |
| Arrival time of data at the critical path endpoint | 0.79 ns |
| Largest cells by area | sky130_fd_sc_hd__dfrtp_1 (100%), sky130_fd_sc_hd__and2_1 (0.35%) |
| Worst setup path class | flip-flop to output port |
| Outcome | finished with violations |
| Transition at the pin with the smallest max-transition slack | 0.354 ns |
| Routability-driven placement congestion ratio | 0.677 |
| Initial antenna violation count | 0 |
| TritonCTS clock tree | done |
| ANT nets after route | 0 |
| Post-Route WL | 3800 um |
| Synthesized netlist cell count | 72 |
| First-pass iteration count of the detailed router | 2 |
| Leakage power total | 0.00151 uW |
| Number of inserted filler cells in the final layout | 500 |
| Unrepaired setup endpoints after global routing | true |
| Wire length per cell after detailed routing | 12.4 um |
| Count of library flops with an enable pin | 0 |
| Avg Synthesized Cell Area | 24.8 sq um |
| Die span in y | 79.1 um |
| Overall chip area | 0.00626 sq mm |
| Initial drt markers | 30 |
| Number of max-cap violations | 0 |
| Antenna diodes | 0 |
| Overall Power | 5630 uW |
| Warning count from the yosys run | 1 |
| Setup slack at placement | -0.421 ns |
| Total of buffers placed on input and output ports | 146 |
| Number of top-level pins | 147 |
| Headroom to the max-slew limit | 76.4% |
| Number of global-route vias before repair | 1207 |
| Area grow syn2layout | 78.2% |
| Top-area cell type share of the netlist area | 99.6% |
| Total routing usage reported by global routing | 12.9% |
| Highest clock rate | 1010 MHz |
| Initial Util | 31.8% |
| Final worst path period share | 99.3% |
| Placement row count | 27 |
| Failing checks | negative hold slack |
| Largest stage delay on the critical path | 0.37 ns |
| Clock transition at the registers of the reported paths | 0.07 ns |
| Share of cells above drive strength 1 | 37.0% |
| Share of synthesized area occupied by flip-flops and latches | 99.6% |
| Power density normalized to cell area | 1770 mW/mm^2 |
| Data required time of the worst path | 0.80 ns |
| Distinct lib cells used | 2 |
| Library cell with the largest summed area after synthesis | sky130_fd_sc_hd__dfrtp_1 |
| Htree depth | 3 |
| Chip Width | 79.1 um |
| Share of flip-flops with an asynchronous set or reset | 100% |
| Total tool warning count | 29 |
| Mapped Area | 0.00178 sq mm |
| Inserted Clock Buffers | 9 |
| Count of endpoints failing hold in the final timing report | 71 |
| Total grt overflow | 0 |
| Maximum number of pins on one net before global-route repair | 72 |
| Worst-path cell with the longest stage delay | sky130_fd_sc_hd__dfrtp_1 |
| Wire length of the first global-routing pass | 5810 um |
| Final WS setup | 0.00672 ns |
| Setup crit start kind | flip-flop |
| Prevailing post-synth register cell | sky130_fd_sc_hd__dfrtp_1 |
| Hold crit path type | input pin to asynchronous set/reset pin |
| Maximum count of clock buffers along a single path | 2 |
| Endpoint type of the worst setup path | output port |
| DRC violation count after routing | 0 |
| Root Buffer | sky130_fd_sc_hd__clkbuf_8 |
| Area of the core | 0.00561 sq mm |
| Worst vdd ir | 0.000859 V |
| DPL Wire Length | 2860 um |
| Largest delay share family, worst path | flip-flops |
| Average vias per placed instance | 3.87 |
| Cell total in the yosys stat output | 72 |
| Yosys Chip Area | 0.00178 sq mm |
| Clock Sink Count | 71 |
| Tmin final | 0.993 ns |
| Cell chain of the critical path | buf_2 |
| Final cell utilization of the core | 56.7% |
| Final setup violation count | 0 |
| Number of synthesized register bits | 71 |
| Comb gate area | 6.26 sq um |
| Total buffers and inverters traversed by the critical path | 1 |
| Sequential cell area | 0.00178 sq mm |
| Vias | 1189 |
| Top-count cell post-synth | sky130_fd_sc_hd__dfrtp_1 |
| Minimum hold slack | -0.118 ns |
| Number of max-slew violations in the final report | 0 |
| Synth top cells by count | sky130_fd_sc_hd__dfrtp_1 (71), sky130_fd_sc_hd__and2_1 (1) |
-- area by class of cell --
class	instances	share of cell area, %
Clock buffer	13	4.69
Clock inverter	3	1.34
Tap cell	72	2.83
Timing Repair Buffer	147	35.0
Sequential cell	71	55.9
Multi-Input combinational cell	1	0.197
-- timing repair --
item	4_1_cts	5_1_grt
pin swaps	1	0
endpoints found under the setup margin	72	71
buffers inserted	0	0
gates resized	220	0
endpoints found under the hold margin	71	71
-- metrics by stage --
stage / hold slack, ns / setup TNS (ns) / cell area (sq um) / instances
floorplan: -0.0956 / 0 / 1780 / 72
global placement: 0.244 / -0.423 / 3350 / 291
detailed placement: 0.247 / -0.421 / 3350 / 291
CTS: -0.114 / -0.793 / 3180 / 307
global route: -0.0911 / -2.01 / 3180 / 307
finish: -0.118 / 0 / 3180 / 307
-- path summary, 6_finish.rpt --
check / depth (start not counted) / start / endpoint
max in group asynchronous: 2 / i_rst_n / cache_alu_result[28]
max: 1 / cache_data_mem[10] / o_data_Memory[10]
min in group clk0: 1 / i_addr_MuxRst[0] / cache_mux_result[0]
min: 2 / i_rst_n / cache_data_mem[24]
-- metal layers --
metal	track usage, %	part of all wire [%]	wire length [um]	up-vias
met4	3.09	2.2	85	0
met2	21.6	52	1970	81
met1	17.0	35	1320	562
li1	-	-	-	537
met5	0	0	0	-
met3	4.08	11	412	9
-- state kept, by name, indices dropped and copies added (netlist names) --
signal / flops
cache_alu_result: 32
cache_data_mem: 32
cache_mux_result: 5
cache_control_wb_memtoreg: 1
cache_control_wb_regwrite: 1
-- report_power, final --
part / total [uW] / internal, uW / leakage (uW) / switching, uW
logic: 451 / 345 / 0.000588 / 106
registers: 3050 / 3010 / 0.000827 / 30.7
clock network: 2130 / 1220 / 0.0000936 / 915
-- cell families (layout without fill, tap and decap cells) --
kind of cell / after synthesis / count (layout) / synth area share [%]
buffers and inverters: 0 / 163 / 0
flip-flops: 71 / 71 / 99.6
AND/OR/NAND/NOR: 1 / 1 / 0.351
-- cells in the final DEF (no fill, tap or decap) --
cell type | Yosys | final
sky130_fd_sc_hd__bufinv_16 | 0 | 1
sky130_fd_sc_hd__and2_1 | 1 | 1
sky130_fd_sc_hd__dlygate4sd2_1 | 0 | 2
sky130_fd_sc_hd__clkbuf_1 | 0 | 3
sky130_fd_sc_hd__buf_12 | 0 | 1
sky130_fd_sc_hd__buf_2 | 0 | 73
sky130_fd_sc_hd__clkdlybuf4s50_1 | 0 | 71
sky130_fd_sc_hd__clkinvlp_4 | 0 | 1
sky130_fd_sc_hd__dfrtp_1 | 71 | 71
sky130_fd_sc_hd__clkbuf_8 | 0 | 10
sky130_fd_sc_hd__clkinv_2 | 0 | 1
Power and IR drop assume default switching activity.
